**flow/design.v**
```verilog
module square #(
    H_SIZE=80,       
    IX=320,          
    IY=240,          
    IX_DIR=1,        
    IY_DIR=1,        
    D_WIDTH=640,     
    D_HEIGHT=480     
    )
    (
    input wire i_clk,          
    input wire i_ani_stb,      
    input wire i_rst,          
    input wire i_animate,      
    output wire [11:0] o_x1,   
    output wire [11:0] o_x2,   
    output wire [11:0] o_y1,   
    output wire [11:0] o_y2    
    );
    reg [11:0] x = IX;    
    reg [11:0] y = IY;    
    reg x_dir = IX_DIR;   
    reg y_dir = IY_DIR;   
    assign o_x1 = x - H_SIZE;   
    assign o_x2 = x + H_SIZE;   
    assign o_y1 = y - H_SIZE;   
    assign o_y2 = y + H_SIZE;   
    always @ (posedge i_clk)
    begin
        if (i_rst)   
        begin
            x <= IX;
            y <= IY;
            x_dir <= IX_DIR;
            y_dir <= IY_DIR;
        end
        if (i_animate && i_ani_stb)
        begin
            x <= (x_dir) ? x + 1'b1 : x - 1'b1;   
            y <= (y_dir) ? y + 1'b1 : y - 1'b1;   
            if (x <= H_SIZE + 1'b1)   
                x_dir <= 1'b1;   
            if (x >= (D_WIDTH - H_SIZE - 1'b1))   
                x_dir <= 1'b0;   
            if (y <= H_SIZE + 1'b1)   
                y_dir <= 1'b1;   
            if (y >= (D_HEIGHT - H_SIZE - 1'b1))   
                y_dir <= 1'b0;   
        end
    end
endmodule
```
**flow/config.mk**
```make
export PLATFORM = sky130hd
export DESIGN_NAME = square
export DESIGN_NICKNAME = square
export VERILOG_FILES = /design/flow/design.v
export SDC_FILE = /design/flow/constraint.sdc
export NUM_CORES = 4
export LEC_CHECK = 1
export CORE_UTILIZATION = 50
```
**flow/constraint.sdc**
```tcl
current_design square

set clk_period 5.4
set clk_io_pct 0.2

create_clock -name clk0 -period $clk_period [get_ports {i_clk}]

set non_clock_inputs [all_inputs -no_clocks]
set_input_delay [expr $clk_period * $clk_io_pct] -clock clk0 $non_clock_inputs
set_output_delay [expr $clk_period * $clk_io_pct] -clock clk0 [all_outputs]
```
**flow/run.sh**
```bash
#!/bin/bash
# OpenROAD 26Q1-2900-gdf79404cd8, Yosys 0.63+post, stock flow scripts
make -C /OpenROAD-flow-scripts/flow DESIGN_CONFIG=/design/flow/config.mk WORK_HOME=/design/flow/orfs finish
```
==> results.json <==
{
  "cp_cell_sequence": "o21ai_0 -> nand2_1 -> nor3_1 -> xor2_1 -> clkdlybuf4s50_1",
  "syn2layout_area_growth_pct": 19.3,
  "clock.fmax_ghz": 0.318,
  "grt_pass1_wl_um": 9090,
  "syn_area_per_cell_um2": 9.20,
  "p_leak_nw": 1.30,
  "worstPathRequired_ns": 4.32,
  "path_buffers": 1,
  "gp_congestion": 0.855,
  "startpoint_type": "register",
  "maxSlewViolCount": 0,
  "core_area_um2": 4850,
  "fin_crit_sh": 0.582,
  "critPathSlowestCell": "edfxtp_1",
  "worstRegToRegCells": 7,
  "clock_latency_ns": 0.27,
  "hp-class": "register to register",
  "drive_above_1_share": 0.0355,
  "crit_family": "flip-flops",
  "relSlewSlack": 0.633,
  "synth-seq-area-share": 0.293,
  "place_area_um2": 3020,
  "final_area_um2": 3100,
  "fp-row-count": 25,
  "tool_warnings": 32,
  "overflow": 0,
  "post-dp-hpwl_um": 4100,
  "path_class": "register to primary output",
  "drt_iter0_drc": 180,
  "clock-root-buffer": "clkbuf_8",
  "tritoncts": "done",
  "period_needed_ns": 3.14,
  "die-area_um2": 5480,
  "cts_resized": 0,
  "cp-end-kind": "primary output",
  "cp_max_fo": 6,
  "antenna_found_initial": 0,
  "grt_max_degree": 25,
  "r2r_end": "y[9]",
  "ant_nets": 0,
  "track_usage": 0.222,
  "ff_type": "edfxtp_1",
  "clk_pin_slew_ns": 0.09,
  "outcome": "complete, no violations",
  "rrSetupSlack_ns": 2.89,
  "wl_per_cell_um": 14.4,
  "wirelength_um": 5410,
  "viasPerCell": 5.55,
  "powerDensity_nw_per_um2": 297,
  "fin_util": 0.638,
  "cts_max_level": 1,
  "synth.distinct_cells": 45,
  "vdd_drop_max_mv": 0.172,
  "fp_util": 0.535,
  "first_pass_iters": 5,
  "skew_ns": 0.00139,
  "ios": 52,
  "io_buffers": 51,
  "use_met3": 0.0398,
  "cp_slowest_stage_delay_ns": 0.50,
  "yosysCellCount": 282,
  "crit_end": "o_x1[11]",
  "ys_async_sr_fraction": 0,
  "busiest_layer": "met1",
  "rsz0062_at_grt": "no",
  "worst_slew_pin_slew_ns": 0.549,
  "edf_count": 24,
  "netlist_instances": 282,
  "fill_cells": 398,
  "worstPathArrival_ns": 2.06,
  "worstSetupStartpoint": "x[5]",
  "setup_viol": 0,
  "ys_ff": 26,
  "cts_sinks": 26,
  "clockBufferDepth": 2,
  "grt_use_met1": 0.405,
  "cts_setup_buffers": 0,
  "finalHoldViolations": 0,
  "die_h_um": 74.0,
  "cts-buffers-inserted": 3,
  "power.total_mw": 0.921,
  "diodes": 0,
  "vias": 2094,
  "dieWidth_um": 74.0,
  "fin_setup_tns_ns": 0,
  "drc": 0,
  "ys_area_um2": 2590,
  "ys_warn_count": 1,
  "syn_area_um2": 2590,
  "grt_pass1_vias": 1896,
  "hold_buffers": 0,
  "cap_violations": 0,
  "worstSetupPathDepth": 5,
  "grt_use_met2": 0.299,
  "r2r-start": "y_dir"
}
==> power breakdown <==
part	total [mW]	internal, mW	leakage [nW]	switching (mW)
clock	0.165	0.0993	0.0357	0.0659
sequential	0.304	0.253	0.256	0.0507
combinational	0.452	0.255	1.01	0.197
==> routing by layer <==
| layer | part of all wire | wire, µm | vias to the layer above |
|---|---|---|---|
| met5 | 0 | 0 | - |
| met1 | 0.51 | 2770 | 936 |
| met2 | 0.40 | 2150 | 82 |
| met4 | 0.0091 | 49 | 0 |
| li1 | - | - | 1071 |
| met3 | 0.081 | 438 | 5 |
==> worst min path at each step <==
stage	from	end	slack (ns)	depth (start not counted)
global route	y_dir	y_dir	0.62	2
CTS	y_dir	y_dir	0.58	2
finish	y_dir	y_dir	0.57	2
==> logic make-up (layout without fill, tap and decap cells) <==
group / count (synthesis) / after routing / synth area share
XOR/XNOR: 38 / 38 / 0.128
flip-flops: 26 / 26 / 0.293
AND-OR/OR-AND: 78 / 78 / 0.212
AND/OR/NAND/NOR: 69 / 69 / 0.131
adder cells (fa/ha/maj): 30 / 30 / 0.150
buffers and inverters: 41 / 69 / 0.0853
==> final cells by class <==
cell class	count	area [µm²]	share of cell area
multi-input combinational	215	1610	0.521
sequential	26	761	0.246
timing repair buffer	52	518	0.167
tap	67	83.8	0.0271
inverter	13	48.8	0.0158
clock buffer	3	41.3	0.0133
clock inverter	1	30.0	0.00970
==> layout by cell type (no fill, tap or decap), types with 5 or more instances in the layout <==
cell type	instances
edfxtp_1	24
nor3_1	9
inv_1	13
nand3_1	5
a211oi_1	5
xnor2_1	18
and3_1	7
nand2_1	12
ha_1	28
a21o_1	8
nor2_1	22
xor2_1	20
a21oi_1	18
clkdlybuf4s50_1	51
o21ai_0	19
==> worst register-to-register path: stages (launching register included) <==
cell      delay [ns]
dfxtp_1         0.34
inv_1           0.34
ha_1            0.33
a211oi_1        0.43
o21ai_1         0.23
a221oi_1        0.34
xor2_1          0.18
nor2_1          0.06
==> sequential cells by signal, indices dropped and copies added, names as in the netlist <==
| signal | cells |
|---|---|
| y | 12 |
| y_dir | 1 |
| x_dir | 1 |
| x | 12 |
==> stage by stage <==
step | hold WS (ns) | worst slack, ns | instances
floorplan | 0.506 | 3.20 | 282
global placement | 0.541 | 2.57 | 373
detailed placement | 0.552 | 2.55 | 373
CTS | 0.585 | 2.23 | 377
global route | 0.616 | 2.05 | 377
finish | 0.572 | 2.26 | 377
==> synthesized netlist by cell type, types with 3 or more instances <==
cell type,count,share of area
a211oi_1,5,0.014
a21o_1,8,0.023
a21oi_1,18,0.035
a311oi_1,3,0.010
and3_1,7,0.017
buf_4,18,0.052
clkbuf_1,10,0.014
edfxtp_1,24,0.28
ha_1,28,0.14
inv_1,13,0.019
nand2_1,12,0.017
nand3_1,5,0.0096
nor2_1,22,0.032
nor3_1,9,0.017
nor4_1,3,0.0072
o211a_1,3,0.012
o21ai_0,19,0.037
o21bai_1,3,0.0087
o31a_1,3,0.010
xnor2_1,18,0.061
xor2_1,20,0.068
No activity file was given, so power comes from the tool's default toggle rates.
